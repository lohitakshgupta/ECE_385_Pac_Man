**design/flow/run.sh**
```bash
#!/bin/bash
# OpenROAD 26Q1-2900-gdf79404cd8, Yosys 0.63+post, stock flow scripts
make -C /OpenROAD-flow-scripts/flow DESIGN_CONFIG=/design/flow/config.mk WORK_HOME=/design/flow/orfs finish
```
**design/flow/config.mk**
```make
export PLATFORM = sky130hd
export DESIGN_NAME = display_letters
export DESIGN_NICKNAME = display_letters
export VERILOG_FILES = /design/flow/design.v
export SDC_FILE = /design/flow/constraint.sdc
export NUM_CORES = 4
export LEC_CHECK = 1
export CORE_UTILIZATION = 40
```
**design/flow/constraint.sdc**
```tcl
current_design display_letters

set clk_period 7.3
set clk_io_pct 0.2

create_clock -name clk0 -period $clk_period

set non_clock_inputs [all_inputs -no_clocks]
set_input_delay [expr $clk_period * $clk_io_pct] -clock clk0 $non_clock_inputs
set_output_delay [expr $clk_period * $clk_io_pct] -clock clk0 [all_outputs]
```
**design/flow/design.v**
```verilog
module display_letters(
		input [9:0]   DrawX, DrawY,
		input [7:0]   score,
		output is_score_all_letters, is_zoom, is_game_over,
		output [10:0]	score_addr,
		output [10:0]	score_x
		);
	logic [7:0] score_unit_digit; 
	logic [7:0] score_tens_digit; 
	logic [10:0] score_x_S = 290;
	logic [10:0] score_y_S = 360;
	logic [10:0] score_x_P = 310;
	logic [10:0] score_y_P = 380;
	logic [10:0] letter_size_x_P = 8;
	logic [10:0] letter_size_y_P = 16;
	logic [10:0] score_x_G = 300;
	logic [10:0] score_y_G = 420;
	logic [10:0] letter_size_x = 8;
	logic [10:0] letter_size_y = 16;
	assign score_unit_digit = (score % 8'd10) + 8'h30;
	assign score_tens_digit = (score/8'd10) + 8'h30;
	always_comb
	begin
		if((DrawX >= score_x_G + 8*0) && (DrawX < score_x_G + 8*0 + letter_size_x) && 
			(DrawY >= score_y_G + 16*0) && (DrawY < score_y_G + 16*0 + letter_size_y)) begin
			is_score_all_letters = 1'b1;
			is_game_over = 1'b0;
			is_zoom = 1'b0;
			score_addr = (DrawY - (score_y_G + 16*0) + 16*'h47); 
			score_x = score_x_G + 8*0;
		end
		if((DrawX >= score_x_S + 8*0) && (DrawX < score_x_S + 8*0 + letter_size_x) && 
			(DrawY >= score_y_S + 16*0) && (DrawY < score_y_S + 16*0 + letter_size_y)) begin
			is_score_all_letters = 1'b1;
			is_zoom = 1'b0;
			is_game_over = 1'b0;
			score_addr = (DrawY - (score_y_S + 16*0) + 16*'h53); 
			score_x = score_x_S + 8*0;
		end
		else if((DrawX >= score_x_S + 8*1) && (DrawX < score_x_S + 8*1 + letter_size_x) && 
			(DrawY >= score_y_S + 16*0) && (DrawY < score_y_S + 16*0 + letter_size_y)) begin
			is_score_all_letters = 1'b1;
			is_zoom = 1'b0;
			is_game_over = 1'b0;
			score_addr = (DrawY - (score_y_S + 16*0) + 16*'h43); 
			score_x = score_x_S + 8*1;
		end
		else if((DrawX >= score_x_S + 8*2) && (DrawX < score_x_S + 8*2 + letter_size_x) && 
			(DrawY >= score_y_S + 16*0) && (DrawY < score_y_S + 16*0 + letter_size_y)) begin
			is_score_all_letters = 1'b1;
			is_zoom = 1'b0;
			is_game_over = 1'b0;
			score_addr = (DrawY - (score_y_S + 16*0) + 16*'h4f); 
			score_x = score_x_S + 8*2;
		end
		else if((DrawX >= score_x_S + 8*3) && (DrawX < score_x_S + 8*3 + letter_size_x) && 
			(DrawY >= score_y_S + 16*0) && (DrawY < score_y_S + 16*0 + letter_size_y)) begin
			is_score_all_letters = 1'b1;
			is_zoom = 1'b0;
			is_game_over = 1'b0;
			score_addr = (DrawY - (score_y_S + 16*0) + 16*'h52); 
			score_x = score_x_S + 8*3;
		end
		else if((DrawX >= score_x_S + 8*4) && (DrawX < score_x_S + 8*4 + letter_size_x) && 
			(DrawY >= score_y_S + 16*0) && (DrawY < score_y_S + 16*0 + letter_size_y)) begin
			is_score_all_letters = 1'b1;
			is_zoom = 1'b0;
			is_game_over = 1'b0;
			score_addr = (DrawY - (score_y_S + 16*0) + 16*'h45); 
			score_x = score_x_S + 8*4;
		end
		else if((DrawX >= score_x_S + 8*5) && (DrawX < score_x_S + 8*5 + letter_size_x) && 
			(DrawY >= score_y_S + 16*0) && (DrawY < score_y_S + 16*0 + letter_size_y)) begin
			is_score_all_letters = 1'b1;
			is_zoom = 1'b0;
			is_game_over = 1'b0;
			score_addr = (DrawY - (score_y_S + 16*0) + 16*'h10); 
			score_x = score_x_S + 8*5;
		end
		else if((DrawX >= score_x_S + 8*6) && (DrawX < score_x_S + 8*6 + letter_size_x) && 
			(DrawY >= score_y_S + 16*0) && (DrawY < score_y_S + 16*0 + letter_size_y)) begin
			is_score_all_letters = 1'b1;
			is_zoom = 1'b0;
			is_game_over = 1'b0;
			score_addr = (DrawY - (score_y_S + 16*0) + 16*score_tens_digit); 
			score_x = score_x_S + 8*6;
		end
		else if((DrawX >= score_x_S + 8*7) && (DrawX < score_x_S + 8*7 + letter_size_x) && 
			(DrawY >= score_y_S + 16*0) && (DrawY < score_y_S + 16*0 + letter_size_y)) begin
			is_score_all_letters = 1'b1;
			is_zoom = 1'b0;
			is_game_over = 1'b0;
			score_addr = (DrawY - (score_y_S + 16*0) + 16*score_unit_digit); 
			score_x = score_x_S + 8*7;
		end
		else if((DrawX >= score_x_S + 8*8) && (DrawX < score_x_S + 8*8 + letter_size_x) && 
			(DrawY >= score_y_S + 16*0) && (DrawY < score_y_S + 16*0 + letter_size_y)) begin
			is_score_all_letters = 1'b1;
			is_zoom = 1'b0;
			is_game_over = 1'b0;
			score_addr = (DrawY - (score_y_S + 16*0) + 16*'h30); 
			score_x = score_x_S + 8*8;
		end
		else if((DrawX >= score_x_S + 8*9) && (DrawX < score_x_S + 8*9 + letter_size_x) && 
			(DrawY >= score_y_S + 16*0) && (DrawY < score_y_S + 16*0 + letter_size_y)) begin
			is_score_all_letters = 1'b1;
			is_zoom = 1'b0;
			is_game_over = 1'b0;
			score_addr = (DrawY - (score_y_S + 16*0) + 16*'h30); 
			score_x = score_x_S + 8*9;
		end
		else if((DrawX >= score_x_S + 8*10) && (DrawX < score_x_S + 8*10 + letter_size_x) && 
			(DrawY >= score_y_S + 16*0) && (DrawY < score_y_S + 16*0 + letter_size_y)) begin
			is_score_all_letters = 1'b1;
			is_zoom = 1'b0;
			is_game_over = 1'b0;
			score_addr = (DrawY - (score_y_S + 16*0) + 16*'h30); 
			score_x = score_x_S + 8*10;
		end
		else if((DrawX >= score_x_P + 8*0) && (DrawX < score_x_P + 8*0 + letter_size_x_P) && 
			(DrawY >= score_y_P + 32*0) && (DrawY < score_y_P + 32*0 + letter_size_y_P)) begin
			is_score_all_letters = 1'b0;
			is_zoom = 1'b1;
			is_game_over = 1'b0;
			score_addr = (DrawY - (score_y_P + 16*0) + 16*'h50); 
			score_x = score_x_P + 8*0;
		end
		else if((DrawX >= score_x_P + 8*1) && (DrawX < score_x_P + 8*1 + letter_size_x_P) && 
			(DrawY >= score_y_P + 32*0) && (DrawY < score_y_P + 32*0 + letter_size_y_P)) begin
			is_score_all_letters = 1'b0;
			is_zoom = 1'b1;
			is_game_over = 1'b0;
			score_addr = (DrawY - (score_y_P + 16*0) + 16*'h41); 
			score_x = score_x_P + 8*1;
		end
		else if((DrawX >= score_x_P + 8*2) && (DrawX < score_x_P + 8*2 + letter_size_x_P) && 
			(DrawY >= score_y_P + 32*0) && (DrawY < score_y_P + 32*0 + letter_size_y_P)) begin
			is_score_all_letters = 1'b0;
			is_zoom = 1'b1;
			is_game_over = 1'b0;
			score_addr = (DrawY - (score_y_P + 16*0) + 16*'h43); 
			score_x = score_x_P + 8*2;
		end
		else if((DrawX >= score_x_P + 8*4) && (DrawX < score_x_P + 8*4 + letter_size_x_P) && 
			(DrawY >= score_y_P + 32*0) && (DrawY < score_y_P + 32*0 + letter_size_y_P)) begin
			is_score_all_letters = 1'b0;
			is_zoom = 1'b1;
			is_game_over = 1'b0;
			score_addr = (DrawY - (score_y_P + 16*0) + 16*'h4D); 
			score_x = score_x_P + 8*4;
		end
		else if((DrawX >= score_x_P + 8*5) && (DrawX < score_x_P + 8*5 + letter_size_x_P) && 
			(DrawY >= score_y_P + 32*0) && (DrawY < score_y_P + 32*0 + letter_size_y_P)) begin
			is_score_all_letters = 1'b0;
			is_zoom = 1'b1;
			is_game_over = 1'b0;
			score_addr = (DrawY - (score_y_P + 16*0) + 16*'h41); 
			score_x = score_x_P + 8*5;
		end
		else if((DrawX >= score_x_P + 8*6) && (DrawX < score_x_P + 8*6 + letter_size_x_P) && 
			(DrawY >= score_y_P + 32*0) && (DrawY < score_y_P + 32*0 + letter_size_y_P)) begin
			is_score_all_letters = 1'b0;
			is_zoom = 1'b1;
			is_game_over = 1'b0;
			score_addr = (DrawY - (score_y_P + 16*0) + 16*'h4e); 
			score_x = score_x_P + 8*6;
		end
		else if((DrawX >= score_x_G + 8*0) && (DrawX < score_x_G + 8*0 + letter_size_x) && 
			(DrawY >= score_y_G + 16*0) && (DrawY < score_y_G + 16*0 + letter_size_y)) begin
			is_score_all_letters = 1'b0;
			is_zoom = 1'b0;
			is_game_over = 1'b1;
			score_addr = (DrawY - (score_y_G + 16*0) + 16*'h47); 
			score_x = score_x_G + 8*0;
		end
		else if((DrawX >= score_x_G + 8*1) && (DrawX < score_x_G + 8*1 + letter_size_x) && 
			(DrawY >= score_y_G + 16*0) && (DrawY < score_y_G + 16*0 + letter_size_y)) begin
			is_score_all_letters = 1'b0;
			is_zoom = 1'b0;
			is_game_over = 1'b1;
			score_addr = (DrawY - (score_y_G + 16*0) + 16*'h41); 
			score_x = score_x_G + 8*1;
		end
		else if((DrawX >= score_x_G + 8*2) && (DrawX < score_x_G + 8*2 + letter_size_x) && 
			(DrawY >= score_y_G + 16*0) && (DrawY < score_y_G + 16*0 + letter_size_y)) begin
			is_score_all_letters = 1'b0;
			is_zoom = 1'b0;
			is_game_over = 1'b1;
			score_addr = (DrawY - (score_y_G + 16*0) + 16*'h4d); 
			score_x = score_x_G + 8*2;
		end
		else if((DrawX >= score_x_G + 8*3) && (DrawX < score_x_G + 8*3 + letter_size_x) && 
			(DrawY >= score_y_G + 16*0) && (DrawY < score_y_G + 16*0 + letter_size_y)) begin
			is_score_all_letters = 1'b0;
			is_zoom = 1'b0;
			is_game_over = 1'b1;
			score_addr = (DrawY - (score_y_G + 16*0) + 16*'h45); 
			score_x = score_x_G + 8*3;
		end
		else if((DrawX >= score_x_G + 8*5) && (DrawX < score_x_G + 8*5 + letter_size_x) && 
			(DrawY >= score_y_G + 16*0) && (DrawY < score_y_G + 16*0 + letter_size_y)) begin
			is_score_all_letters = 1'b0;
			is_zoom = 1'b0;
			is_game_over = 1'b1;
			score_addr = (DrawY - (score_y_G + 16*0) + 16*'h4f); 
			score_x = score_x_G + 8*5;
		end
		else if((DrawX >= score_x_G + 8*6) && (DrawX < score_x_G + 8*6 + letter_size_x) && 
			(DrawY >= score_y_G + 16*0) && (DrawY < score_y_G + 16*0 + letter_size_y)) begin
			is_score_all_letters = 1'b0;
			is_zoom = 1'b0;
			is_game_over = 1'b1;
			score_addr = (DrawY - (score_y_G + 16*0) + 16*'h56); 
			score_x = score_x_G + 8*6;
		end
		else if((DrawX >= score_x_G + 8*7) && (DrawX < score_x_G + 8*7 + letter_size_x) && 
			(DrawY >= score_y_G + 16*0) && (DrawY < score_y_G + 16*0 + letter_size_y)) begin
			is_score_all_letters = 1'b0;
			is_zoom = 1'b0;
			is_game_over = 1'b1;
			score_addr = (DrawY - (score_y_G + 16*0) + 16*'h45); 
			score_x = score_x_G + 8*7;
		end
		else if((DrawX >= score_x_G + 8*8) && (DrawX < score_x_G + 8*8 + letter_size_x) && 
			(DrawY >= score_y_G + 16*0) && (DrawY < score_y_G + 16*0 + letter_size_y)) begin
			is_score_all_letters = 1'b0;
			is_zoom = 1'b0;
			is_game_over = 1'b1;
			score_addr = (DrawY - (score_y_G + 16*0) + 16*'h52); 
			score_x = score_x_G + 8*8;
		end
		else begin
			is_score_all_letters = 1'b0;
			is_game_over = 1'b0;
			is_zoom = 1'b0;
			score_addr = 10'b0000000000;
			score_x = 10'b0000000000;;
		end
	end
endmodule
```
==> flow_summary.ini <==
; yosys + openroad results
[floorplanning]
die_w_um = 119
die_area_um2 = 14200
die_h_um = 119
fp-utilization_pct = 41.2
fp.coreArea_um2 = 13300
ios = 53
row_count = 42

[finish]
syn2layout_area_growth_pct = 20.4
clock_buffers = 0
post-route-util_pct = 49.6
nFlopsAndLatches = 0
final_cells = 1078
regArea_um2 = 0
drive_gt1_share_pct = 15.1

[setup_path]
cp_slowest_cell = a2111oi_0
crit_top_cell = inv_1
path_cells = clkdlybuf4s50_1 -> inv_1 -> ha_1 -> a21bo_2 -> xnor2_1 -> inv_1 -> ha_1 -> inv_1 -> a21oi_2 -> a211oi_1 -> or3_1 -> a2111oi_0 -> o311ai_0 -> a21oi_1 -> a21oi_1 -> clkdlybuf4s50_1
endpoint = score_addr[10]
slowest_delay_ns = 0.55
path_class = primary input to primary output
crit_path_end_kind = primary output
worst_setup_path_start_kind = primary input
crit_fanout = 10
critical_path.top_delay_family = AND-OR/OR-AND gates
critPathArrivalTime_ns = 5.72
cp_num_cells = 16
crit_required_ns = 5.84
crit_path_start = DrawY[4]
crit_buf_inv = 5

[flow_run]
cap_viol_max_count = 0
tool_warnings = 55

[cts]
postCtsSetupBuffers = 0
cts_hold_buffers = 0

[pwr]
total_power_w = 0.000499
powerDensity_nw_per_um2 = 75.6
ir_worst_vdd_mv = 0.0653
p_leak_nw = 2.75

[synth]
yosysSeqAreaShare_pct = 0
ys_chip_area_um2 = 5480
synth.distinct_cells = 92
top_area_cell = ha_1
syn_area_per_cell_um2 = 6.69
ys_cells = 820
synth_cells = 820
topCellsByArea = ha_1, xnor2_1, a21oi_1
ys_warn_count = 136
syn_area_um2 = 5480
yosys.area.top_type_share_pct = 10.0

[final_timing]
rsz0062_at_grt = no
worst_slew_pin_slew_ns = 0.752
hold_violations = 0
relSlewSlack_pct = 49.2
fin_crit_ns = 7.18
fmax_mhz = 139
final.period_utilization_pct = 98.3
setup_tns_ns = 0
finalSetupViolCount = 0
drv_slew = 0

[placement]
dp.cells = 1078
port_buffers = 48
dpl.hpwl_um = 16400
place.gp.congestion = 1.01

[detailed_routing]
wl_per_cell_um = 18.9
drtIter0Drc = 684
postRouteAntennaNets = 0
vias = 6706
wl_um = 20400
first_pass_iters = 6
antennaDiodeCount = 0
drc = 0
vias_per_cell = 6.22

[status]
status = finished, final reports clean

[grt]
grt_overflow = 0
grt_pass1_vias = 5901
grt_pass1_wl_um = 31800
grt_usage_pct = 28.3
grt_max_degree = 22
grt_antenna_before_repair = 0

[worst_hold_path]
hp-class = primary input to primary output
## per-stage QoR
| stage | hold slack, ns | cell area (um2) | setup WS (ns) |
|---|---|---|---|
| finish | 3.91 | 6600 | 0.123 |
| global placement | 3.89 | 6540 | -0.262 |
| floorplan | 2.95 | 5490 | 0.863 |
| detailed placement | 3.90 | 6540 | -0.252 |
| global route | 3.94 | 6600 | 0.00897 |
| CTS | 3.90 | 6560 | 0.0224 |
## power by group
| part | leakage, nW | switching (W) | internal [W] | total, W |
|---|---|---|---|---|
| clock | 0 | 0 | 0 | 0 |
| combinational | 2.75 | 0.000274 | 0.000225 | 0.000499 |
| sequential | 0 | 0 | 0 | 0 |
## cells in the final DEF, fill, tap and decap left out, types with 14 or more instances in the layout
master,synthesis,final
a21oi_1,58,57
a31oi_1,14,14
and3_1,14,14
buf_4,13,87
clkdlybuf4s50_1,0,42
ha_1,44,44
inv_1,39,38
nand2_1,56,56
nand3_1,31,31
nor2_1,74,71
nor3_1,17,16
o211ai_1,19,19
o21ai_0,57,54
xnor2_1,52,52
## routing by layer
metal / vias to the layer above / global-route usage (%) / wire length [um]
li1: 3263 / - / -
met1: 3082 / 43.0 / 9440
met2: 324 / 41.0 / 8360
met3: 37 / 5.28 / 2040
met4: 0 / 6.49 / 528
met5: - / 0 / 0
## cell families after synthesis
family,Yosys count,share of synthesized area (%)
AOI/OAI and AO/OA,302,39.0
muxes,6,1.14
and+or+nand+nor,294,28.1
other,1,0.0684
adders and majority gates,49,11.3
buffers and inverters,99,8.58
xor gates and xnor gates,69,11.8
## worst min-delay path by stage
stage / depth (start not counted) / slack, ns / end / from
CTS: 3 / 3.90 / score_addr[1] / DrawY[1]
global route: 3 / 3.94 / score_addr[1] / DrawY[1]
finish: 3 / 3.91 / score_addr[1] / DrawY[1]
## worst min-delay path: stages
cell	delay, ns
clkdlybuf4s50_1	0.44
nor2b_1	0.14
clkdlybuf4s50_1	0.41
## cell type report
class	count	area (um2)
Tap cell	176	220
Timing Repair Buffer	135	1130
Multi-Input combinational cell	724	5090
Inverter	43	161
Fill cell	1295	6700
## repair_timing
| item | 4_1_cts | 5_1_grt |
|---|---|---|
| setup endpoints to repair | 3 | 4 |
| pin swaps | 2 | 8 |
| resized | 10 | 20 |
| endpoints found under the hold margin | 0 | 0 |
## synth_stat cells, types with 12 or more instances
library cell / instances
nor3_1: 17
nand2b_1: 13
a31oi_1: 14
nand3_1: 31
inv_1: 39
o211ai_1: 19
a211oi_1: 13
xor2_1: 13
clkbuf_1: 17
nor2b_1: 13
or3_1: 12
and3_1: 14
nand2_1: 56
a21o_1: 13
buf_4: 13
a21oi_1: 58
ha_1: 44
buf_2: 22
nor2_1: 74
o21ai_0: 57
xnor2_1: 52
nor4_1: 12
Power and IR drop assume default switching activity.
